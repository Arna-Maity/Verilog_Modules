$ cat design/flow/design.v
module nBitAdder(
   Cout,
   Sum,
   a,
   b,
   Cin);
 parameter N = 8;
 output Cout;
 output [N-1:0] Sum;
 input [N-1:0] a;
 input [N-1:0] b;
 input Cin; 
 assign {Cout,Sum} = a + b + Cin;
endmodule
$ cat design/flow/run.sh
#!/bin/bash
# OpenROAD 26Q1-2900-gdf79404cd8, Yosys 0.63+post, stock flow scripts
make -C /OpenROAD-flow-scripts/flow DESIGN_CONFIG=/design/flow/config.mk WORK_HOME=/design/flow/orfs finish
$ cat design/flow/config.mk
export PLATFORM = sky130hd
export DESIGN_NAME = nBitAdder
export DESIGN_NICKNAME = nBitAdder
export VERILOG_FILES = /design/flow/design.v
export SDC_FILE = /design/flow/constraint.sdc
export NUM_CORES = 4
export LEC_CHECK = 1
export CORE_AREA = 10 10 70 70
export DIE_AREA = 0 0 80 80
$ cat design/flow/constraint.sdc
current_design nBitAdder

set clk_period 4.7
set clk_io_pct 0.2

create_clock -name clk0 -period $clk_period

set non_clock_inputs [all_inputs -no_clocks]
set_input_delay [expr $clk_period * $clk_io_pct] -clock clk0 $non_clock_inputs
set_output_delay [expr $clk_period * $clk_io_pct] -clock clk0 [all_outputs]
==> out/results.tsv <==
stage	metric	value	unit
finish	Flop area	0	um^2
power	VDD IR max	0.0523	mV
hold_path	Hold Crit Class	in -> out	
place	Port Buffers	26	
finish	clkbuf count	0	
finish	Final Non-Filler Cells	114	
synth	area share of fa/ha/maj cells after synthesis	0.385	
synth	yosys cell count	42	
floorplanning	Core Region	3420	um^2
finish	synth-to-layout area growth	95.8	%
synth	Yosys Chip Area	332	um^2
final_timing	final hold viol count	0	
clock_network	setup bufs post-CTS	0	
final_timing	RSZ-0062 raised after global routing	no	
final_timing	crit share post-route	0.906	
detailed_routing	drt total wl	1090	um
synth	Dominant cell area share	0.264	
place	Post-Place Cells	114	
critical_path	slowest cell delay on critical path	0.49	ns
synth	synthesized area per cell	7.89	um^2
global_route	largest net degree at the start of global routing	7	
synth	XOR-XNOR Cells, Area Fraction	0.106	
flow_run	OpenROAD warnings	32	
synth	Simple Share, Synth	0.174	
run_status	run status	finished, final reports clean	
floorplanning	Core Rows	21	
finish	most instantiated logic cells after routing	clkdlybuf4s50_1 (26), ha_1 (7), a21oi_1 (5)	
synth	Synth Seq Share	0	
final_timing	Fmax	235	MHz
synth	Post-Syn Area	332	um^2
synth	cell taking the most area after synthesis	ha_1	
hold_path	Hold Crit Depth	3	
global_route	gr ovfl total	0	
final_timing	setup tns final	0	ns
floorplanning	Initial Utilization	0.0971	
floorplanning	num ports	26	
finish	post-layout util	0.190	
critical_path	largest fanout on the critical path	2	
synth	Mux cell area share	0.0302	
final_timing	Slew @ Worst Pin	0.359	ns
detailed_routing	# diodes	0	
synth	Top cells by area	ha_1 (26%), fa_1 (12%), a21oi_1 (7.5%)	
global_route	GRT Overall Usage	0.0328	
detailed_routing	violation tally from detailed-route iteration zero	7	
clock_network	Post-CTS Resized	0	
finish	FFs & Latches	0	
detailed_routing	Vias	387	
critical_path	CP required	3.76	ns
synth	Largest logic family	adder cells	
power	pwr dens	127	nW/um^2
critical_path	Critical Path, Cell by Cell	clkdlybuf4s50_1, fa_1, fa_1, a21oi_1, nor2_1, nor2_1, xnor2_1, clkdlybuf4s50_1	
finish	filler instances	393	
finish	layout cell share with drive strength beyond 1	0.0147	
finish	Top cell excl fill/tap	clkdlybuf4s50_1	
detailed_routing	Vias/cell	3.39	
final_timing	minimum clock period	4.26	ns
synth	Complex Gates by Area	0.272	
critical_path	slowest CP cell	clkdlybuf4s50_1	
clock_network	number of hold buffers added after CTS	0	
floorplanning	die area	6400	um^2
synth	Distinct lib cells used	20	
critical_path	WP data arrival	3.32	ns
synth	post-synthesis cell count	42	
global_route	vias in the first global route	412	
detailed_routing	remaining antenna violation count	0	
detailed_routing	drt first pass iters	4	
detailed_routing	Avg WL per Cell	9.54	um
place	gp weighted congestion	0.808	
flow_run	max-cap viol count	0	
final_timing	final setup fails	0	
place	HPWL after DPL	1010	um
floorplanning	Die X-Extent	80	um
power	Final Total Pwr	0.0000827	W
final_timing	Slew Viols, Final	0	
critical_path	Worst Setup End Kind	primary output	
final_timing	hold slack final	2.96	ns
critical_path	WS Path Type	in -> out	
detailed_routing	Post-route DRC	0	
final_timing	Slew HR	0.754	
global_route	global-route wire length before repair	1770	um
global_route	initial antenna violation count	0	
floorplanning	Die Ht	80	um
synth	Yosys warnings	0	
critical_path	Worst setup SP type	input pin	
power	Pleak	0.258	nW
## synth_stat cells
library cell	instances
o21bai_1	1
fa_1	2
xor2_1	2
nor4_1	1
a21o_1	2
ha_1	7
inv_1	2
nand2_1	3
nor2b_1	2
a21oi_1	5
a221oi_1	1
mux2i_1	1
nor2_1	2
a2111oi_0	1
a311o_1	2
xnor2_1	2
nand3_1	2
inv_2	1
nor3_1	2
o21ai_0	1
## final timing paths
kind | from | to
worst max-delay path | a[0] | Sum[6]
worst min-delay path | Cin | Sum[0]
## per-stage QoR
stage / setup WS (ns) / instance area, um^2
4_1_cts: 0.397 / 649
5_1_grt: 0.261 / 649
3_3_place_gp: 0.467 / 649
2_1_floorplan: 1.52 / 332
6_report: 0.441 / 649
3_5_place_dp: 0.423 / 649
## where the power goes
part | switching (W) | total [W] | internal [W]
combinational | 0.0000278 | 0.0000827 | 0.0000550
clock | 0 | 0 | 0
sequential | 0 | 0 | 0
total | 0.0000278 | 0.0000827 | 0.0000550
## critical path: cells and delay by family
family	cells	cell delay (ns)
XOR/XNOR	1	0.14
buffers and inverters	2	0.92
adder cells (fa/ha/maj)	2	0.87
AND/OR/NAND/NOR	2	0.23
AND-OR/OR-AND	1	0.21
## layer usage
metal	up-vias	part of all wire	GRT usage
li1	210	-	-
met1	157	0.49	0.0451
met2	20	0.34	0.0490
met3	0	0.17	0.0148
met4	0	0	0
met5	-	0	0
## logic make-up after synthesis
kind of cell             after synthesis
buffers and inverters                  3
adder cells (fa/ha/maj)                9
XOR/XNOR                               4
AND-OR/OR-AND                         13
multiplexers                           1
AND/OR/NAND/NOR                       12
## layout make-up
| class | instances | area (um^2) | share of cell area |
|---|---|---|---|
| inverter | 3 | 11.3 | 0.0173 |
| timing repair buffer | 26 | 260 | 0.401 |
| tap | 46 | 57.6 | 0.0886 |
| multi-input combinational | 39 | 320 | 0.493 |
No activity file was given, so power comes from the tool's default toggle rates.
